==> flow/run.sh <==
#!/bin/bash
# OpenROAD 26Q1-2900-gdf79404cd8, Yosys 0.63+post, stock flow scripts
make -C /OpenROAD-flow-scripts/flow DESIGN_CONFIG=/design/flow/config.mk WORK_HOME=/design/flow/orfs finish
==> flow/config.mk <==
export PLATFORM = sky130hd
export DESIGN_NAME = datapath
export DESIGN_NICKNAME = datapath
export VERILOG_FILES = /design/flow/design.v
export SDC_FILE = /design/flow/constraint.sdc
export NUM_CORES = 4
export LEC_CHECK = 1
export CORE_UTILIZATION = 30
==> flow/constraint.sdc <==
current_design datapath

set clk_period 22.5
set clk_io_pct 0.2

create_clock -name clk0 -period $clk_period [get_ports {clk}]

set non_clock_inputs [all_inputs -no_clocks]
set_input_delay [expr $clk_period * $clk_io_pct] -clock clk0 $non_clock_inputs
set_output_delay [expr $clk_period * $clk_io_pct] -clock clk0 [all_outputs]
==> flow/design.v <==
package pipeline_types_pkg;
  typedef struct packed {
    logic [31:0] instr;
    logic [31:0] pc_plus4;
  } id_pipe_t;
  typedef struct packed {
    logic        we_reg;
    logic [1:0]  dm2reg;
    logic        we_dm;
    logic [1:0]  rf_awd_src;
    logic [2:0]  alu_ctrl;
    logic        alu_src;
    logic [1:0]  reg_dst;
    logic        hilo_we;
    logic [31:0] rd1_rf;
    logic [31:0] rd2_rf;
    logic [31:0] sext_imm;
    logic [4:0]  rs;
    logic [4:0]  rt;
    logic [4:0]  rd;
    logic [4:0]  shamt;
    logic [31:0] pc_plus4;
  } exe_pipe_t;
  typedef struct packed {
    logic [31:0] alu_out;
    logic [31:0] lowd_rf;
    logic [31:0] hiwd_rf;
    logic [4:0]  rf_wa;
    logic        we_reg;
    logic [1:0]  dm2reg;
    logic        we_dm;
    logic [1:0]  rf_awd_src;
    logic [31:0] wd_dm;
    logic [31:0] pc_plus4;
  } mem_pipe_t;
  typedef struct packed {
    logic [31:0] rd_dm;
    logic [31:0] awd_rf;
    logic        we_reg;
    logic [1:0]  dm2reg;
    logic [4:0]  rf_wa;
    logic [31:0] pc_plus4;
  } wb_pipe_t;
endpackage
module adder #(
    parameter int WIDTH = 32
) (
    input  wire [WIDTH-1:0] a,
    input  wire [WIDTH-1:0] b,
    output wire [WIDTH-1:0] y
);
  assign y = a + b;
endmodule
module alu #(
    parameter int WIDTH = 32
) (
    input  wire [      2:0] op,
    input  wire [WIDTH-1:0] a,
    input  wire [WIDTH-1:0] b,
    input  wire [      4:0] shamt,
    output wire             zero,
    output reg  [WIDTH-1:0] y
);
  assign zero = (y == 0);
  always_comb begin
    case (op)
      3'b010:  y = a + b;   
      3'b110:  y = a - b;   
      3'b000:  y = a & b;   
      3'b001:  y = a | b;   
      3'b111:  y = ($signed(a) < $signed(b)) ? 32'd1 : 32'd0;   
      3'b100:  y = b << shamt;   
      3'b101:  y = b >> shamt;   
      default: y = 'x;
    endcase
  end
endmodule
module dreg #(
    parameter int WIDTH = 32
) (
    input wire clk,
    input wire rst,
    input wire clr,
    input wire en,
    input wire [WIDTH-1:0] d,
    output reg [WIDTH-1:0] q
);
  always @(posedge clk) begin
    if (rst) q <= 0;
    else if (clr && en) q <= 0;
    else if (en) q <= d;
  end
endmodule
module mult #(
    parameter int WIDTH = 32
) (
    input wire [WIDTH-1:0] a,
    input wire [WIDTH-1:0] b,
    output wire [(WIDTH*2)-1:0] y
);
  assign y = a * b;
endmodule
module mux2 #(
    parameter int WIDTH = 32
) (
    input  wire             sel,
    input  wire [WIDTH-1:0] a,
    input  wire [WIDTH-1:0] b,
    output wire [WIDTH-1:0] y
);
  assign y = (sel) ? b : a;
endmodule
module mux3 #(
    parameter int WIDTH = 32
) (
    input  wire [      1:0] sel,
    input  wire [WIDTH-1:0] a,
    input  wire [WIDTH-1:0] b,
    input  wire [WIDTH-1:0] c,
    output wire [WIDTH-1:0] y
);
  assign y = (sel == 2'd2) ? c : (sel == 2'd1) ? b : a;
endmodule
module signext #(
    parameter int INWIDTH  = 16,
    parameter int OUTWIDTH = 32
) (
    input  wire [ INWIDTH-1:0] a,
    output wire [OUTWIDTH-1:0] y
);
  localparam int EXTBITS = OUTWIDTH - INWIDTH;
  assign y = {{EXTBITS{a[INWIDTH-1]}}, a};
endmodule
module datapath (
    input wire clk,
    input wire rst,
    input wire [31:0] awd_rfw,
    input wire [31:0] rd_dmw,
    input wire [ 4:0] rte,
    input wire [ 4:0] rde,
    input wire [25:0] targetd,  
    input wire [15:0] immd,  
    input wire [ 4:0] ra1d,  
    input wire [ 4:0] ra2d,  
    input wire [ 4:0] ra3,
    input wire [31:0] rd1_rfd,
    input wire [31:0] pc_plus4d,
    input wire [31:0] pc_plus4w,
    input wire [31:0] alu_pae,
    input wire [31:0] wd_dme,
    input wire [31:0] sext_imme,
    input wire [ 4:0] rf_waw,
    input wire [31:0] alu_outm,
    input wire [31:0] hiwd_rfm,
    input wire [31:0] lowd_rfm,
    input wire [ 4:0] shamte,
    input wire       hilo_wee,
    input wire       alu_srce,
    input wire [2:0] alu_ctrle,
    input wire [1:0] rf_awd_srcm,
    input wire [1:0] dm2regw,
    input wire [1:0] reg_dste,
    input wire       we_regw,
    input wire       pc_src,
    input wire       jump,
    input wire       j_src,
    input wire stall_f,
    output wire [31:0] lowd_rf,
    output wire [31:0] hiwd_rf,
    output wire [31:0] alu_out,
    output wire [31:0] awd_rf,
    output wire [31:0] wd_rf,
    output wire [ 4:0] rf_wa,
    output wire [31:0] sext_imm,
    output wire [31:0] rd3,
    output wire [31:0] rd2_rf,
    output wire [31:0] rd1_rf,
    output wire [31:0] pc_plus4,
    output wire [31:0] pc_current
);
  wire [63:0] mult_out;
  wire [31:0] alu_pb;
  wire [31:0] ba;
  wire [31:0] bta;
  wire [31:0] jta;
  wire [31:0] pc_pre_jmp;
  wire [31:0] pc_pre_jr;
  wire [31:0] pc_next;
  assign ba  = {sext_imm[29:0], 2'b0};
  assign jta = {pc_plus4d[31:28], targetd, 2'b0};
  mult #(32) mult (
      .a(alu_pae),
      .b(wd_dme),
      .y(mult_out)
  );
  dreg #(32) lo (
      .en (hilo_wee),
      .rst(rst),
      .clr(1'b0),
      .clk(clk),
      .d  (mult_out[31:0]),
      .q  (lowd_rf)
  );
  dreg #(32) hi (
      .en (hilo_wee),
      .rst(rst),
      .clr(1'b0),
      .clk(clk),
      .d  (mult_out[63:32]),
      .q  (hiwd_rf)
  );
  mux2 #(32) alu_pb_mux (
      .sel(alu_srce),
      .a  (wd_dme),
      .b  (sext_imme),
      .y  (alu_pb)
  );
  alu #(32) alu (
      .op   (alu_ctrle),
      .a    (alu_pae),
      .b    (alu_pb),
      .shamt(shamte),
      .zero (),
      .y    (alu_out)
  );
  mux3 #(32) rf_awd_mux (
      .sel(rf_awd_srcm),
      .a  (alu_outm),
      .b  (hiwd_rfm),
      .c  (lowd_rfm),
      .y  (awd_rf)
  );
  mux3 #(32) rf_mwd_mux (
      .sel(dm2regw),
      .a  (awd_rfw),
      .b  (rd_dmw),
      .c  (pc_plus4w),
      .y  (wd_rf)
  );
  mux3 #(5) rf_wa_mux (
      .sel(reg_dste),
      .a  (rte),
      .b  (rde),
      .c  (5'd31),
      .y  (rf_wa)
  );
  signext #(
      .INWIDTH (16),
      .OUTWIDTH(32)
  ) se (
      .a(immd),
      .y(sext_imm)
  );
  regfile rf (
      .rst(rst),
      .clk(clk),
      .we (we_regw),
      .rd3(rd3),
      .ra1(ra1d),
      .ra2(ra2d),
      .ra3(ra3),
      .wa (rf_waw),
      .wd (wd_rf),
      .rd1(rd1_rf),
      .rd2(rd2_rf)
  );
  adder #(32) pc_plus_4 (
      .a(pc_current),
      .b(32'd4),
      .y(pc_plus4)
  );
  adder #(32) pc_plus_br (
      .a(pc_plus4d),
      .b(ba),
      .y(bta)
  );
  mux2 #(32) pc_src_mux (
      .sel(pc_src),
      .a  (pc_plus4),
      .b  (bta),
      .y  (pc_pre_jmp)
  );
  mux2 #(32) pc_jmp_mux (
      .sel(jump),
      .a  (pc_pre_jmp),
      .b  (jta),
      .y  (pc_pre_jr)
  );
  mux2 #(32) pc_jr_mux (
      .sel(j_src),
      .a  (pc_pre_jr),
      .b  (rd1_rfd),
      .y  (pc_next)
  );
  dreg #(32) pc_reg (
      .en (!stall_f),
      .rst(rst),
      .clr(1'b0),
      .clk(clk),
      .d  (pc_next),
      .q  (pc_current)
  );
endmodule
module regfile (
    input  wire        clk,
    input  wire        rst,
    input  wire        we,
    input  wire [ 4:0] ra1,
    input  wire [ 4:0] ra2,
    input  wire [ 4:0] ra3,
    input  wire [ 4:0] wa,
    input  wire [31:0] wd,
    output logic [31:0] rd1,
    output logic [31:0] rd2,
    output logic [31:0] rd3
);
  reg [31:0] rf[32];
  integer i;
  always @(posedge clk) begin
    if (rst) begin
      for (i = 0; i < 32; i = i + 1)
        rf[i] <= 32'b0;
      rf[29] <= 32'h100;  
    end
    else if (we && wa != 0) begin
      rf[wa] <= wd;
    end
  end
  always_comb begin
    rd1 = (ra1 == 0) ? 32'b0 : rf[ra1];
    rd2 = (ra2 == 0) ? 32'b0 : rf[ra2];
    rd3 = (ra3 == 0) ? 32'b0 : rf[ra3];
    if (we && (wa != 0) && (wa == ra1)) rd1 = wd;
    if (we && (wa != 0) && (wa == ra2)) rd2 = wd;
    if (we && (wa != 0) && (wa == ra3)) rd3 = wd;
  end
endmodule
==> impl_metrics.env <==
# flow metrics
export IMPL_syn_avg_cell_area_um2=9.996
export IMPL_fin_crit_ps=14140
export IMPL_ys_chip_area_um2=112200
export IMPL_hp_class="register to register"
export IMPL_cpMostUsedCell="o21ai_0"
export IMPL_first_pass_iters=23
export IMPL_syn_to_final_growth_pct=15.72
export IMPL_critPathLaunchType="primary input"
export IMPL_ys_warn_count=3
export IMPL_slew_viol_final=0
export IMPL_cts_tree="built"
export IMPL_synthesis_area_um2=112200
export IMPL_drt_total_wl_mm=467.2
export IMPL_critPathKind="primary input to primary output"
export IMPL_ys_seq_share_pct=29.11
export IMPL_yosys_area_share_simple_pct=12.58
export IMPL_viasPerCell=5.551
export IMPL_fillerInstances=37140
export IMPL_maxCapViolCount=0
export IMPL_worstPathCellList="buf_4 -> buf_4 -> mux2i_1 -> ha_1 -> a211oi_1 -> o21ai_0 -> a221o_1 -> or2_2 -> o21ai_0 -> o21ai_0 -> a31oi_1 -> a21oi_1 -> o221ai_1 -> clkdlybuf4s50_1"
export IMPL_finalSetupViolCount=0
export IMPL_rsz0062_at_grt="no"
export IMPL_numPortBuffers=803
export IMPL_ys_types=82
export IMPL_drive_above_1_share_pct=11.85
export IMPL_gr_total_overflow=0
export IMPL_htree_levels=3
export IMPL_yosys_most_used_dff="edfxtp_1"
export IMPL_ys_ff=1120
export IMPL_rows=224
export IMPL_cts_hold_buf=0
export IMPL_slowest_stage="o21ai_0"
export IMPL_worstPathRequired_ps=18000
export IMPL_wire_per_inst_um=28.11
export IMPL_adder_share_pct=20.38
export IMPL_hpwl_mm=322.0
export IMPL_cp_end_kind="primary output"
export IMPL_largest_area_cell="edfxtp_1"
export IMPL_grt_pass1_wl_mm=669.0
export IMPL_synth_yosys_num_cells=11230
export IMPL_core_util_floorplan_pct=30.16
export IMPL_warning_count=91
export IMPL_cp_max_fo=44
export IMPL_final_antenna_net_count=0
export IMPL_topCellsByArea="edfxtp_1 (27%), fa_1 (16%), mux4_2 (9.0%)"
export IMPL_root_buffer="clkbuf_16"
export IMPL_cts_sinks=1120
export IMPL_outcome="finished clean"
export IMPL_clk_insertion_delay_late_ps=770
export IMPL_grt_start_max_net_pins=95
export IMPL_cpPeakStageDelay_ps=690
export IMPL_xor_share_pct=0.9754
export IMPL_core_um2=372200
export IMPL_die_area_um2=376600
export IMPL_crit_family="AND-OR/OR-AND gates"
export IMPL_path_buffers=3
export IMPL_grt_usage_pct=25.86
export IMPL_slew_headroom_pct=27.98
export IMPL_drt_first_iter_violations=6497
export IMPL_logic_area_um2=72490
export IMPL_synthTopLogicFamily="adder cells"
export IMPL_ys_sh_aoi_pct=11.80
export IMPL_edf_count=1024
export IMPL_cp_data_arrival_time_ps=9640
export IMPL_ios=804
export IMPL_routabilityCongestion=1.007
export IMPL_grt_pass1_vias=94740
export IMPL_die_w_um=613.7
export IMPL_vias=92240
export IMPL_synth_top_cell_area_share_pct=27.40
export IMPL_cts_setup_buffers=0
export IMPL_regArea_um2=32670
export IMPL_synth_async_reset_ratio_pct=0
export IMPL_hold_violations=0
export IMPL_synth_cells=11230
export IMPL_route_detailed_drc=0
export IMPL_clock_path_buffers=3
export IMPL_cts_resized=0
export IMPL_die_h_um=613.7
export IMPL_cts_buffers=117
export IMPL_fin_skew_ps=40.05
export IMPL_tightest_slew_ps=1069
export IMPL_max_clock_freq_mhz=70.70
export IMPL_clk_pin_slew_ps=60
export IMPL_tns_ps=0
export IMPL_ys_sh_mux_pct=18.22
export IMPL_period_used_pct=62.87
export IMPL_antenna_found_initial=43
==> kinds of logic (layout without fill, tap and decap cells) <==
logic type,after synthesis,count (layout)
AND-OR/OR-AND,2067,2067
XOR/XNOR,125,125
adder cells (fa/ha/maj),1289,1289
buffers and inverters,2014,2370
flip-flops,1120,1120
multiplexers,1453,1453
other,1,62
AND/OR/NAND/NOR,3159,3159
==> cell type report <==
class	instances	share of cell area [%]
well taps	4972	4.790
inverters	1009	2.916
repair buffers	1141	8.186
clock buffers	130	2.299
multi-input cells	8125	55.81
flip-flops and latches	1120	25.15
diodes	30	0.05780
clock inverters	90	0.7880
==> per-stage QoR <==
stage | util [%] | area (um^2) | hold slack, ps | instances | worst slack, ps
after global routing | 34.89 | 129900 | 492.9 | 16610 | 8065
after global placement | 33.80 | 125800 | 457.2 | 16370 | 8386
after detailed placement | 33.80 | 125800 | 461.3 | 16370 | 8425
after CTS | 34.88 | 129800 | 472.0 | 16590 | 8426
final | 34.90 | 129900 | 472.1 | 16620 | 8355
after floorplan | - | 112400 | 401.4 | 11260 | 9470
==> Yosys cell counts (79+ instances only) <==
library cell	n
nor2_1	1500
edfxtp_1	1024
inv_1	1008
fa_1	899
clkbuf_1	807
mux2i_1	763
nand2_1	725
and2_1	604
o21ai_0	546
a21oi_1	453
mux4_2	448
ha_1	390
mux2_2	242
a221oi_1	213
a22oi_1	198
o22ai_1	130
o211ai_1	117
buf_1	100
dfxtp_1	96
a211oi_1	82
xnor2_1	79
==> worst reg2reg max path, stage by stage, from the launching register on <==
cell and delay, ps:
dfxtp_1 530, and3_1 240, nand4_1 170, nor4_1 780, nand3_1 220, xnor2_1 360, a221oi_1 130, nor3_1 280
a21oi_1 90, o32ai_1 140
==> flip-flops by register name, summed over array words and instances, names as in the netlist <==
register	count
rf.rf	1024
hi.q	32
pc_reg.q	32
lo.q	32
==> placed cells by master (no fill, tap or decap), types with 71 or more instances in the layout <==
master / count
a211oi_1: 82
a21o_1: 71
a21oi_1: 453
a221oi_1: 213
a22oi_1: 198
and2_1: 604
buf_4: 339
clkbuf_16: 117
clkdlybuf4s50_1: 777
dfxtp_1: 96
edfxtp_1: 1024
fa_1: 899
ha_1: 390
inv_1: 1007
mux2_2: 242
mux2i_1: 763
mux4_2: 448
nand2_1: 667
nor2_1: 1497
o211ai_1: 117
o21ai_0: 546
o22ai_1: 130
xnor2_1: 79
==> metal layers <==
layer	share of wire [%]	wire, um	track usage [%]	up-vias
met5	0.064	299	0.9557	-
met4	8.0	37480	16.19	26
met1	35	161700	30.10	44940
li1	-	-	-	39910
met3	15	68910	15.61	1202
met2	43	198800	36.21	6173
==> path summary, 6_finish.rpt <==
kind | startpoint | end | slack, ps | depth (start not counted)
max | alu_srce | alu_out[30] | 8360 | 14
min | lo.q[23]$_SDFFE_PP0P_ | lo.q[23]$_SDFFE_PP0P_ | 470 | 2
max reg2reg | pc_reg.q[6]$_SDFFE_PP0N_ | pc_reg.q[25]$_SDFFE_PP0N_ | 19430 | 9
min reg2reg | lo.q[23]$_SDFFE_PP0P_ | lo.q[23]$_SDFFE_PP0P_ | 470 | 2
