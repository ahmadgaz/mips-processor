**flow/design.v**
```verilog
package pipeline_types_pkg;
  typedef struct packed {
    logic [31:0] instr;
    logic [31:0] pc_plus4;
  } id_pipe_t;
  typedef struct packed {
    logic        we_reg;
    logic [1:0]  dm2reg;
    logic        we_dm;
    logic [1:0]  rf_awd_src;
    logic [2:0]  alu_ctrl;
    logic        alu_src;
    logic [1:0]  reg_dst;
    logic        hilo_we;
    logic [31:0] rd1_rf;
    logic [31:0] rd2_rf;
    logic [31:0] sext_imm;
    logic [4:0]  rs;
    logic [4:0]  rt;
    logic [4:0]  rd;
    logic [4:0]  shamt;
    logic [31:0] pc_plus4;
  } exe_pipe_t;
  typedef struct packed {
    logic [31:0] alu_out;
    logic [31:0] lowd_rf;
    logic [31:0] hiwd_rf;
    logic [4:0]  rf_wa;
    logic        we_reg;
    logic [1:0]  dm2reg;
    logic        we_dm;
    logic [1:0]  rf_awd_src;
    logic [31:0] wd_dm;
    logic [31:0] pc_plus4;
  } mem_pipe_t;
  typedef struct packed {
    logic [31:0] rd_dm;
    logic [31:0] awd_rf;
    logic        we_reg;
    logic [1:0]  dm2reg;
    logic [4:0]  rf_wa;
    logic [31:0] pc_plus4;
  } wb_pipe_t;
endpackage
module dmem (
    input  wire        clk,
    input  wire        we,
    input  wire [ 5:0] a,
    input  wire [31:0] d,
    output wire [31:0] q,
    input  wire        rst
);
  reg [31:0] ram[64];
  integer i;
  always @(posedge clk) begin
    if (rst) begin
      for (i = 0; i < 32; i = i + 1)
        ram[i] = 32'hFFFFFFFF;
    end
    else if (we) begin
      ram[a] <= d;
    end
  end
  assign q = ram[a];
endmodule
```
**flow/run.sh**
```bash
#!/bin/bash
# OpenROAD 26Q1-2900-gdf79404cd8, Yosys 0.63+post, stock flow scripts
make -C /OpenROAD-flow-scripts/flow DESIGN_CONFIG=/design/flow/config.mk WORK_HOME=/design/flow/orfs finish
```
**flow/config.mk**
```make
export PLATFORM = sky130hd
export DESIGN_NAME = dmem
export DESIGN_NICKNAME = dmem
export VERILOG_FILES = /design/flow/design.v
export SDC_FILE = /design/flow/constraint.sdc
export NUM_CORES = 4
export LEC_CHECK = 1
export CORE_UTILIZATION = 40
```
**flow/constraint.sdc**
```tcl
current_design dmem

set clk_period 40.2
set clk_io_pct 0.2

create_clock -name clk0 -period $clk_period [get_ports {clk}]

set non_clock_inputs [all_inputs -no_clocks]
set_input_delay [expr $clk_period * $clk_io_pct] -clock clk0 $non_clock_inputs
set_output_delay [expr $clk_period * $clk_io_pct] -clock clk0 [all_outputs]
```
==> node_exporter_impl.prom <==
# HELP chip_impl_metric Flow report values
# TYPE chip_impl_metric gauge
chip_impl_info{name="path_class",value="in -> out"} 1
chip_impl_metric{name="avgSynthCellArea",unit="um^2"} 15.0
chip_impl_metric{name="dpl.hpwl",unit="um"} 146000
chip_impl_metric{name="cp_max_fo",unit=""} 82
chip_impl_info{name="clock-root-buffer",value="sky130_fd_sc_hd__clkbuf_16"} 1
chip_impl_info{name="largest_registers",value="ram (2048)"} 1
chip_impl_metric{name="synthDistinctLibCells",unit=""} 57
chip_impl_metric{name="fin_crit",unit="ps"} 21150
chip_impl_metric{name="detail_route.drc_violations",unit=""} 0
chip_impl_metric{name="drtAntennaViolNets",unit=""} 0
chip_impl_info{name="crit_path_cell_trace",value="buf_8, buf_12, nor2_4, buf_4, buf_4, buf_4, a22oi_1, o32ai_1, nor4_1, nand4_1, clkdlybuf4s50_1"} 1
chip_impl_metric{name="max_cap_violations",unit=""} 1
chip_impl_metric{name="max_clock_freq",unit="GHz"} 0.0473
chip_impl_metric{name="synthToLayoutAreaGrowth",unit="%"} 12.0
chip_impl_metric{name="detailroute.via_count",unit=""} 53000
chip_impl_metric{name="finalCritPeriodShare",unit="%"} 52.6
chip_impl_metric{name="power_frac_seq",unit="%"} 52.4
chip_impl_metric{name="cts_repair_resize_count",unit=""} 0
chip_impl_metric{name="avgRoutedWirePerCell",unit="um"} 31.1
chip_impl_info{name="violations",value="max-capacitance violations, max-slew violations"} 1
chip_impl_metric{name="timing.final.max_slew_violations",unit=""} 2
chip_impl_metric{name="rows",unit=""} 169
chip_impl_metric{name="final_util",unit="%"} 45.2
chip_impl_metric{name="floorplanUtilization",unit="%"} 40.3
chip_impl_info{name="endpoint_kind",value="output port"} 1
chip_impl_metric{name="synth.cell_area",unit="um^2"} 85700
chip_impl_metric{name="maximum_number_of_pins_on_one_net_before_global_route_repair",unit=""} 110
chip_impl_metric{name="cts_buffers",unit=""} 210
chip_impl_metric{name="core-area",unit="um^2"} 213000
chip_impl_info{name="post-synth-top-area-cell",value="sky130_fd_sc_hd__edfxtp_1"} 1
chip_impl_metric{name="largest_register_ffs",unit=""} 2048
chip_impl_info{name="timing.critical_path.from_type",value="input port"} 1
chip_impl_metric{name="edf_count",unit=""} 2048
chip_impl_metric{name="final_number_of_setup_violating_endpoints",unit=""} 0
chip_impl_info{name="largest_delay_contributor_family_on_the_critical_path",value="buffers and inverters"} 1
chip_impl_metric{name="drtPass1Iterations",unit=""} 26
chip_impl_metric{name="p_int",unit="mW"} 3.54
chip_impl_metric{name="cp_num_cells",unit=""} 11
chip_impl_metric{name="fin_setup_tns",unit="ps"} 0
chip_impl_metric{name="post_cts_buffers",unit=""} 0
chip_impl_info{name="hold_wc_path_type",value="in -> reg"} 1
chip_impl_info{name="synth_top_cell_by_count",value="sky130_fd_sc_hd__edfxtp_1"} 1
chip_impl_metric{name="vias_per_cell",unit=""} 6.19
chip_impl_metric{name="grt_pass1_vias",unit=""} 53800
chip_impl_metric{name="worst_setup_hold_path_clk_slew",unit="ps"} 60
chip_impl_metric{name="critPathArrivalTime",unit="ps"} 13110
chip_impl_info{name="ys_top_cells_by_area",value="sky130_fd_sc_hd__edfxtp_1, sky130_fd_sc_hd__or3_1, sky130_fd_sc_hd__a22oi_1"} 1
chip_impl_metric{name="initialDrtViolationCount",unit=""} 4383
chip_impl_metric{name="layout-drive-gt1-share",unit="%"} 13.9
chip_impl_metric{name="floorplan.die.height",unit="um"} 465
chip_impl_metric{name="yosys-stat-cells",unit=""} 5725
chip_impl_info{name="tritoncts_clock_tree",value="built"} 1
chip_impl_info{name="setup_repair_after_global_routing_missed_its_margin",value="false"} 1
chip_impl_metric{name="clock_path_buffers",unit=""} 3
chip_impl_metric{name="design_area",unit="um^2"} 95900
chip_impl_metric{name="netSwitchingPower",unit="mW"} 1.08
chip_impl_metric{name="die_area",unit="um^2"} 216000
chip_impl_metric{name="power.share.combinational",unit="%"} 7.0
chip_impl_metric{name="log.warning_count",unit=""} 32
chip_impl_info{name="max_flop_register",value="ram"} 1
chip_impl_metric{name="cts_sinks",unit=""} 2048
chip_impl_metric{name="max_slew.worst_pin.slew",unit="ps"} 1510
chip_impl_metric{name="placed_cell_area",unit="um^2"} 89300
chip_impl_metric{name="placement.io_buffers",unit=""} 72
chip_impl_metric{name="wire_length_of_the_first_global_routing_pass",unit="um"} 383000
chip_impl_info{name="ff_type",value="sky130_fd_sc_hd__edfxtp_1"} 1
chip_impl_info{name="critical_path.slowest_cell",value="sky130_fd_sc_hd__nor4_1"} 1
chip_impl_metric{name="worst_hold_path.num_cells",unit=""} 1
chip_impl_metric{name="yosys-stat-area",unit="um^2"} 85700
chip_impl_metric{name="ys_seq_share",unit="%"} 71.8
chip_impl_metric{name="switching_share",unit="%"} 23.3
chip_impl_info{name="status",value="finished, violations left"} 1
chip_impl_metric{name="clock_power_share",unit="%"} 40.6
chip_impl_metric{name="ys_ff",unit=""} 2048
chip_impl_metric{name="whs",unit="ps"} 7540
chip_impl_metric{name="antenna_found_initial",unit=""} 10
chip_impl_metric{name="total_detailed_routing_wirelength",unit="um"} 266000
chip_impl_metric{name="fp.dieW",unit="um"} 465
chip_impl_metric{name="timing.final.hold_violations",unit=""} 0
chip_impl_metric{name="max_stage_delay",unit="ps"} 1280
chip_impl_metric{name="htree_levels",unit=""} 4
chip_impl_metric{name="gpl.final_weighted_congestion",unit=""} 0.897
chip_impl_metric{name="worst-endpoint-required",unit="ps"} 32160
chip_impl_metric{name="leakagePower",unit="nW"} 29.1
chip_impl_metric{name="yosysWarningCount",unit=""} 1
chip_impl_metric{name="max-vdd-ir-drop",unit="mV"} 0.0474
chip_impl_metric{name="synth_cells",unit=""} 5725
chip_impl_metric{name="synth-async-reset-ratio",unit="%"} 0
chip_impl_metric{name="design.portCount",unit=""} 73
chip_impl_metric{name="top_cell_area_share",unit="%"} 71.8
chip_impl_metric{name="grt_overflow",unit=""} 0
chip_impl_metric{name="worst_slew_margin_rel",unit="%"} -1.40
chip_impl_metric{name="pwr_dens",unit="nW/um^2"} 48.1
chip_impl_info{name="netlist_top_cells_count",value="sky130_fd_sc_hd__edfxtp_1, sky130_fd_sc_hd__or3_1, sky130_fd_sc_hd__clkbuf_1"} 1
chip_impl_info{name="worst_path_most_repeated_cell",value="sky130_fd_sc_hd__buf_4"} 1
chip_impl_metric{name="buffers_and_inverters_on_the_worst_path",unit=""} 6
chip_impl_metric{name="cts_hold_buf",unit=""} 0
chip_impl_metric{name="global_router_s_overall_resource_usage",unit="%"} 26.6
[metrics by stage]
stage | total power, mW | setup WS [ps] | std cells
2_1_floorplan | 2.62 | 22590 | 5725
3_3_place_gp | 2.78 | 19190 | 8182
3_5_place_dp | 2.79 | 19260 | 8182
4_1_cts | 4.63 | 19260 | 8558
5_1_grt | 4.74 | 18970 | 8560
6_report | 4.62 | 19050 | 8564
[layer usage]
| layer | global-route usage [%] | wire, um |
|---|---|---|
| met5 | 0.780 | 204 |
| met2 | 38.2 | 122000 |
| met4 | 6.02 | 7450 |
| met1 | 33.2 | 91000 |
| met3 | 19.6 | 45400 |
[cell families after synthesis]
logic type	count (synthesis)	synth area share, %
AND-OR/OR-AND	1252	10.8
buffers and inverters	658	3.23
flip-flops	2048	71.8
multiplexers	299	4.40
AND/OR/NAND/NOR	1468	9.79
[final cells by class]
| cell class | instances | area (um^2) |
|---|---|---|
| fillers | 17900 | 117000 |
| clock buffers | 273 | 5490 |
| well taps | 2821 | 3530 |
| flip-flops and latches | 2048 | 61500 |
| multi-input cells | 3019 | 22000 |
| repair buffers | 292 | 2330 |
| diodes | 6 | 15.0 |
| clock inverters | 103 | 1090 |
| inverters | 2 | 12.5 |
[final timing paths]
check / from / to
setup / recovery: a[1] / q[26]
hold / removal: d[6] / ram[55][6]$_DFFE_PP_
[layout by cell type (no fill, tap or decap), drive strengths merged, types with 6 or more instances in the layout]
| cell | n |
|---|---|
| mux2 | 131 |
| nand2b | 6 |
| o21ai | 59 |
| nor2 | 223 |
| o22ai | 148 |
| a22oi | 404 |
| nand3 | 8 |
| nor2b | 11 |
| a22o | 18 |
| o21bai | 15 |
| clkinv | 85 |
| a31oi | 16 |
| a221oi | 253 |
| edfxtp | 2048 |
| a211oi | 58 |
| mux4 | 49 |
| clkdlybuf4s50 | 37 |
| o211ai | 20 |
| nand2 | 108 |
| and2 | 6 |
| o32ai | 16 |
| a21o | 18 |
| diode | 6 |
| nand4 | 29 |
| or3 | 1025 |
| bufinv | 13 |
| a32oi | 16 |
| mux2i | 119 |
| a222oi | 16 |
| clkbuf | 273 |
| or4 | 16 |
| nor3 | 10 |
| nor4 | 15 |
| a21oi | 128 |
| buf | 255 |
| a211o | 14 |
| o221ai | 17 |
| o22a | 31 |
[power by group through the flow]
stage	registers [mW]	clock network (mW)	logic, mW
finish	2.42	1.87	0.323
CTS	2.42	1.89	0.320
global route	2.43	1.97	0.342
Power is estimated from default activity; no workload was simulated.
