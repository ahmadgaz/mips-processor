===== flow/config.mk =====
export PLATFORM = sky130hd
export DESIGN_NAME = fact_top
export DESIGN_NICKNAME = fact_top
export VERILOG_FILES = /design/flow/design.v
export SDC_FILE = /design/flow/constraint.sdc
export NUM_CORES = 4
export LEC_CHECK = 1
export CORE_UTILIZATION = 50

===== flow/constraint.sdc =====
current_design fact_top

set clk_period 14.6
set clk_io_pct 0.2

create_clock -name clk0 -period $clk_period [get_ports {clk}]

set non_clock_inputs [all_inputs -no_clocks]
set_input_delay [expr $clk_period * $clk_io_pct] -clock clk0 $non_clock_inputs
set_output_delay [expr $clk_period * $clk_io_pct] -clock clk0 [all_outputs]

===== flow/design.v =====
package pipeline_types_pkg;
  typedef struct packed {
    logic [31:0] instr;
    logic [31:0] pc_plus4;
  } id_pipe_t;
  typedef struct packed {
    logic        we_reg;
    logic [1:0]  dm2reg;
    logic        we_dm;
    logic [1:0]  rf_awd_src;
    logic [2:0]  alu_ctrl;
    logic        alu_src;
    logic [1:0]  reg_dst;
    logic        hilo_we;
    logic [31:0] rd1_rf;
    logic [31:0] rd2_rf;
    logic [31:0] sext_imm;
    logic [4:0]  rs;
    logic [4:0]  rt;
    logic [4:0]  rd;
    logic [4:0]  shamt;
    logic [31:0] pc_plus4;
  } exe_pipe_t;
  typedef struct packed {
    logic [31:0] alu_out;
    logic [31:0] lowd_rf;
    logic [31:0] hiwd_rf;
    logic [4:0]  rf_wa;
    logic        we_reg;
    logic [1:0]  dm2reg;
    logic        we_dm;
    logic [1:0]  rf_awd_src;
    logic [31:0] wd_dm;
    logic [31:0] pc_plus4;
  } mem_pipe_t;
  typedef struct packed {
    logic [31:0] rd_dm;
    logic [31:0] awd_rf;
    logic        we_reg;
    logic [1:0]  dm2reg;
    logic [4:0]  rf_wa;
    logic [31:0] pc_plus4;
  } wb_pipe_t;
endpackage
module down_cnt #(
    parameter int WIDTH = 32
) (
    input clk,
    input en,
    input load_cnt,
    input [WIDTH-1:0] d,
    output reg [WIDTH-1:0] q
);
  always @(posedge clk) begin
    if (load_cnt) q <= d;
    else if (en) q <= q - 1;
  end
endmodule
module dreg #(
    parameter int WIDTH = 32
) (
    input wire clk,
    input wire rst,
    input wire clr,
    input wire en,
    input wire [WIDTH-1:0] d,
    output reg [WIDTH-1:0] q
);
  always @(posedge clk) begin
    if (rst) q <= 0;
    else if (clr && en) q <= 0;
    else if (en) q <= d;
  end
endmodule
module mux4 #(
    parameter int WIDTH = 32
) (
    input  wire [      1:0] sel,
    input  wire [WIDTH-1:0] a,
    input  wire [WIDTH-1:0] b,
    input  wire [WIDTH-1:0] c,
    input  wire [WIDTH-1:0] d,
    output wire [WIDTH-1:0] y
);
  assign y = (sel == 2'd3) ? d : (sel == 2'd2) ? c : (sel == 2'd1) ? b : a;
endmodule
module fact #(
    parameter int WIDTH = 32
) (
    input clk,
    input rst,
    input [WIDTH-1:0] n,
    input go,
    output done,
    output err,
    output [WIDTH-1:0] nf
);
  wire load_cnt;
  wire en;
  wire sel_1;
  wire load_reg;
  wire sel_2;
  wire gt_in;
  wire gt_fact;
  fact_cu cu (
      .clk(clk),
      .rst(rst),
      .go(go),
      .gt_in(gt_in),
      .gt_fact(gt_fact),
      .load_cnt(load_cnt),
      .en(en),
      .sel_1(sel_1),
      .load_reg(load_reg),
      .sel_2(sel_2),
      .done(done),
      .error(err)
  );
  fact_dp #(
      .WIDTH(WIDTH)
  ) dp (
      .clk(clk),
      .rst(rst),
      .load_cnt(load_cnt),
      .en(en),
      .sel_1(sel_1),
      .load_reg(load_reg),
      .sel_2(sel_2),
      .n(n),
      .gt_in(gt_in),
      .gt_fact(gt_fact),
      .nf(nf)
  );
endmodule
module fact_ad (
    input  wire [1:0] a,
    input  wire       we,
    output reg        we1,
    output reg        we2,
    output wire [1:0] rdsel
);
  always_comb begin
    case (a)
      2'b00: begin
        we1 = we;
        we2 = 1'b0;
      end
      2'b01: begin
        we1 = 1'b0;
        we2 = we;
      end
      2'b10: begin
        we1 = 1'b0;
        we2 = 1'b0;
      end
      2'b11: begin
        we1 = 1'b0;
        we2 = 1'b0;
      end
      default: begin
        we1 = 1'bx;
        we2 = 1'bx;
      end
    endcase
  end
  assign rdsel = a;
endmodule
module fact_cu (
    input clk,
    input rst,
    input go,
    input gt_in,
    input gt_fact,
    output reg load_cnt,
    output reg en,
    output reg sel_1,
    output reg load_reg,
    output reg sel_2,
    output reg done,
    output reg error
);
  localparam logic [2:0]
    S0 = 3'd0,
    S1 = 3'd1,
    S2 = 3'd2,
    S3 = 3'd3,
    S4 = 3'd4;
  reg [2:0] cs, ns;
  always @(posedge clk) begin
    if (rst) cs <= S0;
    else cs <= ns;
  end
  always_comb begin
    ns = cs;
    load_cnt = 1'b0;
    en = 1'b0;
    sel_1 = 1'b0;
    load_reg = 1'b0;
    sel_2 = 1'b0;
    done = 1'b0;
    error = 1'b0;
    case (cs)
      S0: begin
        if (!go) begin
          ns = S0;
          done = 1'b1;
          sel_2 = 1'b1;
        end else if (gt_in) begin
          ns = S0;
          done = 1'b1;
          error = 1'b1;
        end else begin
          ns = S1;
          load_cnt = 1'b1;
          load_reg = 1'b1;
        end
      end
      S1: begin
        ns = S2;
        sel_1 = 1'b1;
        load_reg = 1'b1;
      end
      S2: begin
        if (gt_fact) begin
          ns = S4;
          en = 1'b1;
          sel_1 = 1'b1;
        end else begin
          ns   = S3;
          done = 1'b1;
        end
      end
      S3: begin
        ns = S0;
        sel_2 = 1'b1;
        done = 1'b1;
      end
      S4: begin
        ns = S2;
        sel_1 = 1'b1;
        load_reg = 1'b1;
      end
      default: ns = S0;
    endcase
  end
endmodule
module fact_dp #(
    parameter int WIDTH = 32
) (
    input clk,
    input rst,
    input load_cnt,
    input en,
    input sel_1,
    input load_reg,
    input sel_2,
    input [WIDTH-1:0] n,
    output gt_in,
    output gt_fact,
    output [WIDTH-1:0] nf
);
  wire [WIDTH-1:0] n_internal;
  wire [WIDTH-1:0] curr_prod;
  wire [(WIDTH*2)-1:0] mul_prod;
  wire [WIDTH-1:0] next_prod;
  assign gt_in = n > 12;
  assign gt_fact = n_internal > 1;
  assign mul_prod = curr_prod * n_internal;
  assign next_prod = (sel_1) ? mul_prod[31:0] : 1;
  assign nf = (sel_2) ? curr_prod : 0;
  down_cnt #(
      .WIDTH(WIDTH)
  ) cnt (
      .clk(clk),
      .en(en),
      .load_cnt(load_cnt),
      .d(n),
      .q(n_internal)
  );
  dreg #(
      .WIDTH(WIDTH)
  ) register (
      .clk(clk),
      .rst(rst),
      .clr(1'b0),
      .en (load_reg),
      .d  (next_prod),
      .q  (curr_prod)
  );
endmodule
module fact_top (
    input clk,
    input rst,
    input [1:0] a,
    input we,
    input [3:0] wd,
    output [31:0] rd
);
  wire we2;
  wire we1;
  wire [1:0] rdsel;
  wire [31:0] n_curr;
  wire go_curr;
  wire go_pulse_curr;
  wire done_next, err_next;
  wire [31:0] nf_next;
  wire done_curr, err_curr;
  wire [31:0] nf_curr;
  wire we2_and_we0 = we2 & wd[0];
  fact_ad fact_ad (
      .a(a),
      .we(we),
      .we2(we2),
      .we1(we1),
      .rdsel(rdsel)
  );
  dreg #(32) n_reg (
      .d  ({28'b0, wd}),
      .en (we1),
      .rst(rst),
      .clr(1'b0),
      .clk(clk),
      .q  (n_curr)
  );
  dreg #(1) go_reg (
      .d  (wd[0]),
      .en (we2),
      .rst(rst),
      .clr(1'b0),
      .clk(clk),
      .q  (go_curr)
  );
  dreg #(1) go_pulse_reg (
      .d  (we2_and_we0),
      .en (1'b1),
      .rst(rst),
      .clr(1'b0),
      .clk(clk),
      .q  (go_pulse_curr)
  );
  fact #(32) fact (
      .n(n_curr),
      .go(go_pulse_curr),
      .rst(rst),
      .clk(clk),
      .done(done_next),
      .err(err_next),
      .nf(nf_next)
  );
  dreg #(1) done_reg (
      .d  (done_next),
      .en (1'b1),
      .rst(we2_and_we0),
      .clr(1'b0),
      .clk(clk),
      .q  (done_curr)
  );
  dreg #(1) err_reg (
      .d  (err_next),
      .en (1'b1),
      .rst(we2_and_we0),
      .clr(1'b0),
      .clk(clk),
      .q  (err_curr)
  );
  dreg #(32) res_reg (
      .d  (nf_next),
      .en (done_next),
      .rst(rst),
      .clr(1'b0),
      .clk(clk),
      .q  (nf_curr)
  );
  mux4 #(32) rd_mux (
      .a  (n_curr),
      .b  ({31'b0, go_curr}),
      .c  ({30'b0, err_curr, done_curr}),
      .d  (nf_curr),
      .sel(rdsel),
      .y  (rd)
  );
endmodule

===== flow/run.sh =====
#!/bin/bash
# OpenROAD 26Q1-2900-gdf79404cd8, Yosys 0.63+post, stock flow scripts
make -C /OpenROAD-flow-scripts/flow DESIGN_CONFIG=/design/flow/config.mk WORK_HOME=/design/flow/orfs finish

==> flow_summary.ini <==
; physical design summary
[outcome]
status = completed

[synthesis]
topCellsByArea = fa_1 (40%), and2_1 (9.7%), ha_1 (7.7%)
common_cells = fa_1 (408), inv_1 (387), and2_1 (316), nand2_1 (241), clkbuf_1 (139)
top_area_share_pct = 40.2
top_cell = fa_1
seq_area_frac_synth_pct = 12.3
ys.flop_type = dfxtp_1
top_area_cell = fa_1
ys_area_um2 = 20300
ys_cells = 2212
ys_warn_count = 5
edf_count = 32
synth_async_sr_flop_share_pct = 0
avgSynthCellArea_um2 = 9.18
netlist_area_um2 = 20300
syn_inst = 2212
synthDistinctLibCells = 58
ys_seq_elements = 109

[pwr]
leakage_nw = 10.4
ir_worst_vdd_mv = 0.0616
powerDensity_nw_per_um2 = 28.7

[sta]
hold_violations = 0
fin_hold_ws_ns = 0.490
slew_headroom_pct = 35.2
period_used_pct = 54.1
setup_violations = 0
rsz0062_at_grt = false
fin_crit_ns = 7.91
fin_tns_setup_ns = 0
fmax_mhz = 126
worst_pin_slew_ns = 0.969
slew_violations = 0
fin_worst_skew_ns = 0.0132

[worst_setup_path]
cp.arrival_ns = 4.99
r2r-end = fact.dp.register.q[31]
required_ns = 11.68
cpPeakStageDelay_ns = 1.03
crit_buf_inv = 2
critPathKind = in2out
cpLargestDelayFamily = buffers and inverters
path_common_cell = clkdlybuf4s50_1
reg2reg_depth = 22
r2r_start = fact.dp.cnt.q[3]
cp-end-kind = primary output
startpoint = a[1]
crit_path_start_kind = input pin
critPathSlowestCell = clkdlybuf4s50_1
critPathMaxFanout = 35
crit_chain = clkdlybuf4s50_1, mux4_2, clkdlybuf4s50_1
r2r_slack_ns = 6.99

[final_layout]
design_area_um2 = 21600
layout.cells.non_filler = 2701
num-fill-cells = 3515
drive_gt1_share_pct = 3.81
syn_to_final_growth_pct = 6.16

[grt]
grt_pass1_vias = 15500
grt_max_degree = 67
grt_first_pass_wirelength_mm = 85.0
antenna_found_initial = 0
overflow = 0
grt_use_total_pct = 28.9

[route]
dr.pass1.iters = 5
drt_iter0_drc = 565
drc = 0
antenna-diode-count = 0
vias = 14300
wl_per_cell_um = 19.1
via_per_inst = 5.28
routed_wl_mm = 51.6
postRouteAntennaNets = 0

[flow_run]
maxCapViolCount = 0
warning_count = 26

[clocking]
post-cts-setup-buffers = 0
path_clk_slew_ns = 0.08
clock_sinks = 109
cts_buffers = 9
cts_root_buffer = clkbuf_16
clockBufferDepth = 2
cts-hold-fix-buffers = 0
clk_latency_ns = 0.36
htree_levels = 3
ctsResizeCount = 0
cts_tree = yes

[place]
place_inst = 2685
dpl_cell_area_um2 = 21200
gp_congestion = 0.930
portBuffers = 40
place.detailed.hpwl_mm = 39.2

[hold_path]
hp-class = reg2reg
hold_start = go_reg.q
worstHoldEndpoint = go_reg.q
min_path_cells = 2

[floorplan]
die_h_um = 204
dieArea_um2 = 41400
ios = 41
core_um2 = 39900
fp_util_pct = 50.9
rows = 73
fp.dieW_um = 204
[how the worst max path moves through the flow]
| stage | endpoint | slack (ns) | cells past startpoint |
|---|---|---|---|
| after CTS | rd[0] | 6.69 | 3 |
| after global routing | rd[0] | 6.56 | 3 |
| final | rd[0] | 6.69 | 3 |
[tightest hold or removal path: cells and delay by family (launching register included)]
| family | cells | cell delay, ns |
|---|---|---|
| AND-OR/OR-AND | 2 | 0.14 |
| flip-flops | 1 | 0.31 |
[cell type report]
cell class	instances	area, µm²	area share (%)
flip-flops and latches	109	2500	11.6
clock buffers	9	225	1.04
inverters	387	1450	6.74
multi-input cells	1572	15800	73.5
clock inverters	7	98.8	0.459
well taps	525	657	3.05
repair buffers	92	786	3.65
[metrics by stage]
stage               setup WS (ns)  total power (W)  utilization [%]
floorplan                    7.70         0.000344                -
finish                       6.69         0.000618             54.0
CTS                          6.69         0.000624             54.0
global placement             6.77         0.000359             53.2
detailed placement           6.69         0.000359             53.2
global route                 6.56         0.000637             54.0
[registers in the layout, indices dropped and copies added (netlist names)]
name                flops
done_reg.q              1
err_reg.q               1
fact.cu.cs              5
fact.dp.cnt.q          32
fact.dp.register.q     32
go_pulse_reg.q          1
go_reg.q                1
n_reg.q                 4
res_reg.q              32
[power by group]
group	leakage [nW]	total (W)	switching, W	internal (W)
Sequential	0.910	0.000317	0.00000437	0.000313
Combinational	9.31	0.0000357	0.0000246	0.0000111
Clock	0.158	0.000266	0.000138	0.000128
[cells in the final DEF, fill, tap and decap left out, types with 32 or more instances in the layout]
cell type,count
fa_1,408
inv_1,387
and2_1,316
nand2_1,241
ha_1,125
nor2_1,113
xnor2_1,81
dfxtp_1,77
buf_4,52
a22oi_1,48
clkdlybuf4s50_1,39
a21oi_1,38
edfxtp_1,32
[logic make-up after synthesis]
family	synth area share, %
buffers and inverters	9.83
multiplexers	0.364
flip-flops	12.3
XOR/XNOR	4.70
adder cells (fa/ha/maj)	47.9
AND/OR/NAND/NOR	18.8
AND-OR/OR-AND	6.08
[per-layer routing]
| layer | global-route usage, % | wire (µm) |
|---|---|---|
| met1 | 44.2 | 22500 |
| met4 | 6.28 | 1520 |
| met5 | 0 | 0 |
| met2 | 42.2 | 22900 |
| met3 | 10.4 | 4700 |
Power and IR drop assume default switching activity.
